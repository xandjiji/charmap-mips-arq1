[/design/flow/constraint.sdc]
current_design alu

set clk_period 19.1
set clk_io_pct 0.2

create_clock -name clk0 -period $clk_period

set non_clock_inputs [all_inputs -no_clocks]
set_input_delay [expr $clk_period * $clk_io_pct] -clock clk0 $non_clock_inputs
set_output_delay [expr $clk_period * $clk_io_pct] -clock clk0 [all_outputs]
[/design/flow/run.sh]
#!/bin/bash
# OpenROAD 26Q1-2900-gdf79404cd8, Yosys 0.63+post, stock flow scripts
make -C /OpenROAD-flow-scripts/flow DESIGN_CONFIG=/design/flow/config.mk WORK_HOME=/design/flow/orfs finish
[/design/flow/design.v]
module alu(input  logic [31:0] a, b,
           input  logic [2:0]  f,
           output logic [31:0] y,
           output logic        zero);
  logic [31:0] bb, b2, add_res, and_res, or_res, slt_res;
  assign bb = ~b;
  assign b2 = f[2] ? bb : b;
  assign add_res = a + b2 + f[2];  
  assign and_res = a & b2;
  assign or_res  = a | b2;
  assign slt_res = add_res[31] ? 32'b1 : 32'b0;
  always_comb
    case (f[1:0])
      2'b00: y = and_res;
      2'b01: y = or_res;
      2'b10: y = add_res;
      2'b11: y = slt_res;
    endcase
  assign zero = (y == 32'b0);
endmodule
[/design/flow/config.mk]
export PLATFORM = sky130hd
export DESIGN_NAME = alu
export DESIGN_NICKNAME = alu
export VERILOG_FILES = /design/flow/design.v
export SDC_FILE = /design/flow/constraint.sdc
export NUM_CORES = 4
export LEC_CHECK = 1
export CORE_UTILIZATION = 50
==> flow_summary.rst <==
Flow metrics
------------

.. list-table::
   :header-rows: 1

   * - Metric
     - Value
   * - Count of pins over their slew limit
     - 0
   * - Number of warning messages in the yosys log
     - 1
   * - Cell type group with the largest total delay on the critical path
     - simple AND/OR/NAND/NOR gates
   * - Ports
     - approximately 100
   * - Number of flip-flops and latches
     - 0
   * - Slowest cell delay on critical path
     - between 900 and 1000 ps
   * - Critical-path cell with the highest stage delay
     - sky130_fd_sc_hd__clkdlybuf4s50_1
   * - Setup violators final
     - 0
   * - Max-cap viol count
     - 0
   * - GR Util All Layers
     - between 20 and 30%
   * - Gate Area
     - roughly 2900 µm²
   * - Wirelength per Cell
     - 14.9 µm
   * - Worst endpoint data arrival time
     - 8370 ps
   * - Slew at the pin with the worst max-slew slack
     - 809 ps
   * - Vias/cell
     - roughly 5.5
   * - Drt initial violations
     - around 130
   * - CP cell instances
     - clkdlybuf4s50_1 -> inv_1 -> nand2_1 -> o21ai_0 -> nand4bb_1 -> or4_1 -> nor4_1 -> and4_1 -> nand4b_1 -> nor3_1 -> nor4b_2 -> clkdlybuf4s50_1
   * - Crit path launch type
     - primary input
   * - RSZ-0062 raised after global routing
     - no
   * - Floorplan die area
     - around 6800 µm²
   * - Via count
     - 3,560
   * - Final Power
     - between 150 and 200 µW
   * - Fraction of layout cells with a size suffix above 1
     - between 2 and 2.5%
   * - Min setup slack post-route
     - around 7000 ps
   * - Port Buffers
     - approximately 100
   * - DRC violation count after routing
     - 0
   * - Pre-placement core utilization
     - 53.1%
   * - Yosys Instances
     - 481
   * - DRT Pass-1 Iters
     - 5
   * - Static Leakage
     - around 0.0021 µW
   * - Most Frequent Cell on Critical Path
     - sky130_fd_sc_hd__clkdlybuf4s50_1
   * - Run status
     - complete, no violations
   * - Largest fanout of any net on the critical path
     - 21
   * - Design area
     - ~4300 µm²
   * - Die x size
     - between 80 and 90 µm
   * - Tool warnings
     - ~65
   * - Slew HR
     - roughly 46%
   * - Post-synth seq share
     - 0%
   * - Synthesized instance count
     - 481
   * - Count of standard-cell rows
     - 28
   * - Core area
     - ~6100 µm²
   * - Chip area from the yosys synthesis statistics
     - between 3000 and 4000 µm²
   * - Global-route congestion overflow total
     - 0
   * - First-pass GRT wire length
     - roughly 16 mm
   * - Worst IR drop on VDD
     - around 0.027 mV
   * - Total of clock buffers placed in the layout
     - 0
   * - Synth unique cells
     - 57
   * - Pre-CTS setup slack
     - about 6900 ps
   * - Gates resized, CTS repair
     - 0
   * - Layout overhead on the synthesized area
     - 32.6%
   * - Path type of the worst setup path
     - primary input to output port
   * - Number of post-CTS setup repair buffers
     - 0
   * - Area of the mapped netlist
     - approximately 3200 µm²
   * - Mean instance size in the synthesized netlist
     - ~6.7 µm²
   * - Placement Cell Area
     - 4270 µm²
   * - Routability congestion estimate from global placement
     - roughly 0.96
   * - Data required time at the worst endpoint
     - 15,280 ps
   * - Initial antenna violation count
     - 0
   * - Final Hold Slack
     - ~8800 ps
   * - Final count of hold timing violations
     - 0
   * - Kind of end point of the critical path
     - output port
   * - Die extent in y
     - between 80 and 90 µm
   * - Maximum clock rate
     - 0.0821 GHz
   * - Largest net degree at the start of global routing
     - 35
   * - Fin Setup TNS
     - 0 ps
   * - Diodes inserted
     - 0
   * - Number of global-route vias before repair
     - roughly 3,400
   * - Tally of filler cells in the layout
     - roughly 460
   * - Critical path buffer and inverter count
     - 3
   * - Drt total wl
     - 9.56 mm
   * - Total power divided by cell area
     - between 30 and 40 nW/µm²
   * - Period minus WS final
     - 12,190 ps
   * - Cts-stage hold buffer count
     - 0
   * - Tightest Hold Check Type
     - primary input to output port
   * - Count of nets left with antenna violations after detail routing
     - 0
   * - FF+latch area
     - 0 µm²
   * - Post-layout period usage of the worst path
     - between 60% and 70%
   * - Estimated wirelength of the detail-placed design
     - ~8.0 mm
stage by stage:
| step | util, % | cells |
|---|---|---|
| after global routing | 70.5 | 642 |
| final | 70.5 | 642 |
| after detailed placement | 70.5 | 642 |
| after floorplan | - | 481 |
| after global placement | 70.5 | 642 |
| after CTS | 70.5 | 642 |
path summary, 6_finish.rpt:
kind,startpoint,to,slack [ps],cells past startpoint
min,a[21],y[21],8790,5
max,f[0],zero,6910,12
layer usage:
metal  up-vias  global-route usage, %  share of wire [%]
li1       1842                      -                  -
met1      1588                   41.8                 47
met2       126                   49.7                 46
met3         4                   3.57                6.8
met4         0                   3.51               0.30
met5         -                      0                  0
power breakdown:
group          internal (µW)  switching [µW]
sequential                 0               0
combinational           79.6            83.7
clock                      0               0
total                   79.6            83.7
final cells by class:
| cell class | instances | share of cell area [%] |
|---|---|---|
| timing repair buffer | 104 | 24.0 |
| tap | 75 | 2.20 |
| inverter | 75 | 6.59 |
| multi-input combinational | 388 | 67.2 |
kinds of logic after synthesis:
kind of cell    after synthesis  synth area share, %
buf+inv                      93                 10.9
compound gates              150                 29.3
simple gates                106                 15.8
fa+ha+maj                    65                 25.5
xor+xnor                     60                 16.3
mux                           7                 2.21
placed cells by master (no fill, tap or decap), types with 2 or more instances in the layout:
cell                              count
sky130_fd_sc_hd__nand2_1             33
sky130_fd_sc_hd__xor2_1              42
sky130_fd_sc_hd__and4_1               2
sky130_fd_sc_hd__o211ai_1             5
sky130_fd_sc_hd__and3_1               5
sky130_fd_sc_hd__o221ai_1             2
sky130_fd_sc_hd__xnor2_1             18
sky130_fd_sc_hd__o22ai_1             13
sky130_fd_sc_hd__inv_1               75
sky130_fd_sc_hd__nand3_1              5
sky130_fd_sc_hd__buf_4                4
sky130_fd_sc_hd__ha_1                64
sky130_fd_sc_hd__a21o_1              10
sky130_fd_sc_hd__or3_1                2
sky130_fd_sc_hd__nand4_1              6
sky130_fd_sc_hd__a31oi_1              7
sky130_fd_sc_hd__nor3_1               5
sky130_fd_sc_hd__nor4_1               2
sky130_fd_sc_hd__mux2i_1              6
sky130_fd_sc_hd__a21oi_1             48
sky130_fd_sc_hd__and2_1               2
sky130_fd_sc_hd__o21bai_1             5
sky130_fd_sc_hd__o21ai_1             10
sky130_fd_sc_hd__o21ai_0             27
sky130_fd_sc_hd__nor2_1              35
sky130_fd_sc_hd__clkdlybuf4s50_1     99
sky130_fd_sc_hd__a211oi_1             5
synthesized netlist by cell type, drive strengths merged, types with 2 or more instances:
library cell | instances | area, µm²
inv | 75 | 282
ha | 64 | 801
a21oi | 49 | 249
xor2 | 42 | 368
o21ai | 37 | 185
nor2 | 35 | 131
nand2 | 33 | 124
xnor2 | 18 | 158
o22ai | 13 | 81.3
a21o | 10 | 75.1
clkbuf | 10 | 37.5
a31oi | 8 | 56.3
buf | 8 | 32.5
mux2i | 6 | 60.1
nand4 | 6 | 37.5
a211oi | 5 | 37.5
and3 | 5 | 31.3
nand3 | 5 | 25.0
nor3 | 5 | 25.0
o211ai | 5 | 37.5
o21bai | 5 | 37.5
o221ai | 3 | 32.5
a2111oi | 2 | 23.8
a21boi | 2 | 15.0
a221oi | 2 | 23.8
and2 | 2 | 12.5
and4 | 2 | 17.5
nor4 | 2 | 12.5
o41ai | 2 | 25.0
or3 | 2 | 12.5
No activity file was given, so power comes from the tool's default toggle rates.
